`design/flow/run.sh`:
```
#!/bin/bash
# OpenROAD 26Q1-2900-gdf79404cd8, Yosys 0.63+post, stock flow scripts
make -C /OpenROAD-flow-scripts/flow DESIGN_CONFIG=/design/flow/config.mk WORK_HOME=/design/flow/orfs finish
```
`design/flow/config.mk`:
```
export PLATFORM = sky130hd
export DESIGN_NAME = i2s
export DESIGN_NICKNAME = i2s
export VERILOG_FILES = /design/flow/design.v
export SDC_FILE = /design/flow/constraint.sdc
export NUM_CORES = 4
export LEC_CHECK = 1
export CORE_UTILIZATION = 30
```
`design/flow/constraint.sdc`:
```
current_design i2s

set clk_period 6.5
set clk_io_pct 0.2

create_clock -name clk0 -period $clk_period [get_ports {bck_i}]

set non_clock_inputs [all_inputs -no_clocks]
set_input_delay [expr $clk_period * $clk_io_pct] -clock clk0 $non_clock_inputs
set_output_delay [expr $clk_period * $clk_io_pct] -clock clk0 [all_outputs]
```
`design/flow/design.v`:
```
module i2s(
    input               rst_i,
    input               mck_i,
    input               lrck_i,
    input               bck_i,
    input               data_i,
    output              mck_o,
    output              lrck_o,
    output              bck_o,
    output              data_o,
    output reg          sync,
    output              sync2,
    output              sclk,
    output              sclk2,
    output reg          sdo,
    output reg          sdo1,
    output reg          sdo2,
    output reg          sdo3
);
localparam  BIT = 16;
localparam  B= 0;
localparam  E = B+BIT;
localparam  IDLE = 0;
localparam  R_START = 1;
localparam  R_TRANSFER = 2;
localparam  R_DONE = 3;
localparam  L_START = 4;
localparam  L_TRANSFER = 5;
localparam  L_DONE = 6;
localparam  FLASH = 7;
assign  mck_o = mck_i;
assign  lrck_o = lrck_i;
assign  bck_o = bck_i;
assign  data_o = data_i;
reg     lrck_r;
reg     lrck_rr;
wire    left_start;
wire    right_start;
assign  left_start = lrck_r & ~lrck_rr;
assign  right_start = ~lrck_r & lrck_rr;
always @(negedge bck_o) begin
    if (!rst_i) begin
        lrck_r <= 0;
        lrck_rr <= 0;
    end
    else begin
        lrck_r <= lrck_i;
        lrck_rr <= lrck_r;
    end
end
reg             data_r;
reg[3:0]        state;
reg[5:0]        count;
reg[BIT-1:0]    val;
reg[BIT-1:0]    val_r;
reg[BIT-1:0]    val_rr;
reg[BIT-1:0]    l_val;
reg[BIT-1:0]    l_val_reverse;
reg[BIT-1:0]    r_val;
reg[BIT-1:0]    r_val_reverse;
always @(negedge bck_o) begin
    if (!rst_i) begin
        state <= IDLE;
        count <= 0;
        val <= 0;
        val_r <= 0;
        val_rr <= 0;
        l_val <= 0;
        r_val <= 0;
        data_r <= 0;
    end
    else begin
        data_r <= data_i;
        if (right_start)
            state <= R_TRANSFER;
        else if (left_start)
            state <= L_TRANSFER;
        else begin
            case(state)
                IDLE:
                    val <= 0;
                R_TRANSFER: begin
                    if (count == E) begin
                        count <= 0;
                        state <= R_DONE;
                    end
                    else if (count < E) begin
                        val <= {val, data_r};
                        count <= count + 1;
                    end
                end
                R_DONE: begin
                    val_r <= val;
                    val_rr <= val_r;
                    r_val <= {!val[BIT-1], val[BIT-2:0]};
                    r_val_reverse <= ~{!val[BIT-1], val[BIT-2:0]};
                    state <= IDLE;
                end
                L_TRANSFER: begin
                    if (count == E) begin
                        count <= 0;
                        state <= L_DONE;
                    end
                    else if (count < E) begin
                        val <= {val, data_r};
                        count <= count + 1;
                    end
                end
                L_DONE: begin
                    l_val <= {!val[BIT-1], val[BIT-2:0]};
                    l_val_reverse <= ~{!val[BIT-1], val[BIT-2:0]};
                    state <= IDLE;
                end
            endcase
        end
    end
end
localparam  WORD = BIT + 8;
reg [3:0]       state_w;
reg [5:0]       count_w;
reg [WORD-1:0]      key;
reg [WORD-1:0]      key1;
reg [WORD-1:0]      key2;
reg [WORD-1:0]      key3;
assign sclk = bck_i;
assign sclk2 = bck_i;
assign sync2= sync;
always @(posedge sclk) begin
    if (!rst_i)  begin
        key <= {8'h06, WORD-1'h0};
        key1 <= {8'h06, WORD-1'h0};
        key2 <= {8'h06, WORD-1'h0};
        key3 <= {8'h06, WORD-1'h0};
        count_w <= 0;
        state_w <= FLASH;
    end
    else if (left_start) begin
        key <= {8'h08, l_val};
        key1 <= {8'h08, ~l_val+1'h1};
        key2 <= {8'h08, r_val};
        key3 <= {8'h08, ~r_val+1'h1};
        sync <= 0;
        state_w <= FLASH;
    end
    else if (right_start) begin
        key <= {8'h09, l_val};
        key1 <= {8'h09, ~l_val+1'h1};
        key2 <= {8'h09, r_val};
        key3 <= {8'h09, ~r_val+1'h1};
        sync <= 0;
        state_w <= FLASH;
    end
    else if (state_w == FLASH) begin
        if (count_w == WORD) begin
            state_w <= IDLE;
            count_w <= 0;
            sdo <= 0;
            sdo1 <= 0;
            sdo2 <= 0;
            sdo3 <= 0;
            sync <= 1;
        end
        else begin
            sdo <= key[WORD-1 - count_w];
            sdo1 <= key1[WORD-1 - count_w];
            sdo2 <= key2[WORD-1 - count_w];
            sdo3 <= key3[WORD-1 - count_w];
            count_w <= count_w + 1;
            sync <= 0;
        end
    end
end
endmodule
```
==> flow_summary_export.csv <==
group,metric,value,unit
outcome,outcome,"completed",
synthesis,numSynthFlops,138,
floorplan,fp_util,30.97,%
pwr,leakage,2.892,nW
floorplan,fp.dieH,147.2,um
place,gp_congestion,0.8268,
global_route,grt_pass1_wl,24620,um
synthesis,post_synth_fa_ha_maj_area_fraction,1.977,%
timing,relSlewSlack,39.51,%
synthesis,syn_area_per_cell,9.052,um^2
synthesis,synthXorXnorAreaFrac,3.322,%
setup_path,crit_buf_inv,1,
synthesis,muxShareOfSynthArea,6.565,%
floorplan,die-width,147.2,um
setup_path,critPathCaptureType,"register",
synthesis,ys_cells,699,
synthesis,edf_count,5,
pwr,ir_drop,135.3,uV
detailed_routing,ant_nets,0,
global_route,grt_pass1_vias,4886,
hold_path,hp-class,"reg -> reg",
timing,setup-violations-final,0,
timing,fin_tns_setup,0,ns
setup_path,crit_path_start_kind,"register",
setup_path,arrival,6.50,ns
clock_network,tritoncts,"yes",
setup_path,worstSetupPathType,"reg -> reg",
timing,skew,0.05451,ns
setup_path,rrSetupSlack,0.44,ns
detailed_routing,wire_per_inst,13.91,um
place,io_buffers,14,
synthesis,syn_inst,699,
synthesis,yosysUniqueCellTypes,58,
clock_network,path_clk_slew,0.06,ns
clock_network,ctsHoldBuffers,0,
layout,final_common_cell,"nand2_1",
synthesis,top_area_cell,"dfxtp_1",
timing,hold_violations,0,
layout,drive_gt1_share,9.868,%
setup_path,worstPathCellList,"inv_1 -> ha_1 -> or2_2 -> and2_1 -> nand2_1 -> o31ai_1",
global_route,grt_max_degree,56,
timing,whs,0.4495,ns
detailed_routing,drc,0,
run,warnings,32,
synthesis,ys_top_logic_family,"simple AND/OR/NAND/NOR gates",
global_route,grt_overflow,0,
timing,rsz0062_at_grt,"no",
clock_network,cts_resized,0,
floorplan,rows,52,
detailed_routing,detail_route.vias_per_cell,4.840,
setup_path,cpMaxStageDelayCell,"and2_1",
detailed_routing,antenna-diode-count,0,
detailed_routing,drtIter0Drc,291,
setup_path,cp_data_required_time,6.94,ns
synthesis,ys_warn_count,1,
detailed_routing,via_count,4985,
layout,final_cell_mix,"nand2_1, dfxtp_1, inv_1",
layout,syn2layout_area_growth,18.55,%
detailed_routing,wl,14320,um
synthesis,ys_seq_share,44.45,%
floorplan,io_pins,17,
floorplan,chipArea,21680,um^2
synthesis,syn_area,6327,um^2
run,cap_violations,0,
timing,slew_viol_final,0,
setup_path,slowest_delay,0.77,ns
floorplan,design.core.area,20430,um^2
place,hpwl,9529,um
global_route,antenna_found_initial,0,
synthesis,aoi_share,17.22,%
synthesis,ys_area,6327,um^2
synthesis,async_reset_ff_share,0,%
synthesis,ys_sh_simple,21.46,%
pwr,powerDensity,291.6,nW/um^2
synthesis,top_area_share,42.08,%
clock_network,post_cts_buffers,0,
timing,worstMarginPinSlew,0.9005,ns
setup_path,cp_top_family,"simple AND/OR/NAND/NOR gates",
clock_network,clk_latency,0.58,ns
detailed_routing,first_pass_iters,5,
synthesis,synthTopCellsByArea,"dfxtp_1, nand2_1, a21boi_0, mux4_2, a22oi_1",
synthesis,ff_type,"dfxtp_1",
setup_path,cp_max_fo,24,
global_route,grt_usage,14.38,%
-- power by group --
group / leakage (nW) / switching (mW) / internal, mW
Clock: 0.657 / 0.465 / 0.734
Combinational: 1.11 / 0.0698 / 0.0438
Sequential: 1.13 / 0.00869 / 0.867
-- final timing paths --
path | cells past startpoint | end | startpoint
max | 6 | key3[13]$_SDFFE_PN0P_ | lrck_r$_SDFF_NN0_
min reg2reg | 2 | val[0]$_SDFFE_NN0P_ | data_r$_SDFF_NN0_
max reg2reg | 6 | key3[13]$_SDFFE_PN0P_ | lrck_r$_SDFF_NN0_
min | 2 | val[0]$_SDFFE_NN0P_ | data_r$_SDFF_NN0_
-- per-stage QoR --
step | area [um^2] | utilization [%] | power (mW) | setup WS [ns] | cells
after floorplan | 6327 | - | 1.051 | 0.9353 | 699
after global placement | 6611 | 32.36 | 1.092 | 0.5525 | 932
after detailed placement | 6611 | 32.36 | 1.093 | 0.4706 | 932
after CTS | 7501 | 36.72 | 2.218 | 0.4260 | 1030
after global routing | 7501 | 36.72 | 2.318 | 0.1946 | 1030
final | 7501 | 36.72 | 2.188 | 0.4392 | 1030
-- layout make-up --
class                           count  area [um^2]
Sequential cell                   138         2813
Timing Repair Buffer               20        172.7
Inverter                           15        56.30
Tap cell                          270        337.8
Fill cell                        2027        12930
Clock inverter                     73        326.6
Multi-Input combinational cell    485         3198
Clock buffer                       29        596.8
-- state kept, by name, indices dropped and copies added, names as in the netlist --
register	count
key3	17
key1	16
key	16
l_val	16
r_val	16
val	16
key2	15
count	6
count_w	6
state	5
data_r	1
lrck_r	1
lrck_rr	1
sdo	1
sdo1	1
sdo2	1
sdo3	1
state_w	1
sync	1
-- worst register-to-register path: stages (launching register included) --
cell and delay, ns:
dfxtp_1 0.31, inv_1 0.06, ha_1 0.19, or2_2 0.40
and2_1 0.77, nand2_1 0.58, o31ai_1 0.36
-- logic make-up after synthesis --
family	after synthesis
xor gates and xnor gates	24
buffers and inverters	76
adders and majority gates	10
DFF	138
and+or+nand+nor	273
AOI/OAI and AO/OA	157
muxes	21
-- metal layers --
| metal | track usage, % | share of wire [%] | vias up |
|---|---|---|---|
| met2 | 21.01 | 45 | 78 |
| met1 | 21.84 | 49 | 2352 |
| met5 | 0 | 0 | - |
| li1 | - | - | 2541 |
| met4 | 2.784 | 1.3 | 0 |
| met3 | 3.962 | 4.5 | 14 |
-- cells in the mapped netlist, types with 2 or more instances --
cell type / instances
a31o_2: 3
buf_4: 7
nor4_1: 12
or3_1: 5
a21boi_0: 48
a22oi_1: 32
o21ai_0: 40
xor2_1: 15
or2_2: 3
a21oi_1: 5
and2_1: 14
nor2_1: 19
a2111oi_0: 2
nor2b_1: 33
ha_1: 10
o21ai_1: 2
or4_1: 4
a32o_1: 2
xnor2_1: 9
nor3_1: 6
or4_4: 2
inv_1: 16
o31ai_1: 5
a21boi_1: 2
nand2b_1: 4
nand3_1: 14
or4b_1: 2
clkbuf_1: 49
o211a_1: 2
edfxtp_1: 5
o31a_1: 2
mux2_2: 4
nand2_1: 134
o211ai_1: 2
dfxtp_1: 133
buf_2: 3
nand4_1: 5
o21a_1: 4
and3_1: 6
mux4_2: 16
Power figures rest on the tool's default switching activity, not on a simulated workload.
